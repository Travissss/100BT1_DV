## run.sh

```bash
#!/bin/bash
# OpenROAD 26Q1-2900-gdf79404cd8, Yosys 0.63+post, stock flow scripts
make -C /OpenROAD-flow-scripts/flow DESIGN_CONFIG=/design/flow/config.mk WORK_HOME=/design/flow/orfs finish
```

## config.mk

```make
export PLATFORM = sky130hd
export DESIGN_NAME = gmii_to_mgmii
export DESIGN_NICKNAME = gmii_to_mgmii
export VERILOG_FILES = /design/flow/design.v
export SDC_FILE = /design/flow/constraint.sdc
export NUM_CORES = 4
export LEC_CHECK = 1
export CORE_UTILIZATION = 50
```

## constraint.sdc

```tcl
current_design gmii_to_mgmii

set clk_period 1.4
set clk_io_pct 0.2

create_clock -name clk0 -period $clk_period [get_ports {clk_gmii_2x}]
create_clock -name clk1 -period $clk_period [get_ports {mac_clk_tx}]

set non_clock_inputs [all_inputs -no_clocks]
set_input_delay [expr $clk_period * $clk_io_pct] -clock clk0 $non_clock_inputs
set_output_delay [expr $clk_period * $clk_io_pct] -clock clk0 [all_outputs]
```

## design.v

```verilog
module gmii_to_mgmii (
        txd_out,
        txen_out,
        txer_out,
        clk_gmii_2x,
        mac_clk_tx,
        resetn_tx,
        gmii_mode,
        txd_in,
        txen_in
    )  ;
output [7:0] txd_out; 
output       txen_out; 
output	     txer_out;
input        clk_gmii_2x;
input        gmii_mode;
input        mac_clk_tx;
input        resetn_tx;
input [7:0]  txd_in; 
input        txen_in; 
wire       clk_tx;
wire [7:0] txd_out;
wire       txen_out;
wire sb_clk_tx;
reg resetn_q_tx, resetn_sbclk_tx;
assign sb_clk_tx = clk_gmii_2x;  
assign txer_out =  1'b0;
always @(posedge sb_clk_tx or negedge resetn_tx)
  if (~resetn_tx) begin
    resetn_q_tx     <= 1'b0;
    resetn_sbclk_tx <= 1'b0;
  end
  else begin
    resetn_q_tx     <= 1'b1;
    resetn_sbclk_tx <= resetn_q_tx;
  end
assign clk_tx = sb_clk_tx;
reg [1:0] twadr, twadr_gray;
reg [7:0] tmem[3:0];
wire [1:0] twadr_d;
wire tfifo_wr = gmii_mode ? 1'b0 : txen_in;
assign twadr_d = tfifo_wr ? (twadr + 1'b1) : twadr;
always @(posedge mac_clk_tx or negedge resetn_tx)
  if (~resetn_tx)
  begin
    twadr        <= 2'h0;
    twadr_gray   <= 2'h0;
  end
  else
  begin
    twadr        <= twadr_d;
    twadr_gray   <= ({1'b0, twadr_d[1]} ^ twadr_d);
  end
always @(posedge mac_clk_tx)
  if (tfifo_wr)
    tmem[twadr] <= txd_in;
reg [1:0] tradr;
reg [7:0] twadr_sync;
reg [7:0] dout;
reg [1:0] tfifo_rd_del;
reg       txen_out_d;
reg       tfifo_rd;
wire       tfifo_empty;
wire [1:0] twadr_2q_bin;
wire [1:0] tradr_d;
assign tfifo_empty = (tradr == twadr_2q_bin);
assign tradr_d = tfifo_rd ? (tradr + 1'b1) : tradr;
always @(posedge sb_clk_tx or negedge resetn_sbclk_tx)
  if(~resetn_sbclk_tx)
  begin
    tradr      <= 2'h0;
    tfifo_rd   <= 1'b0;
    twadr_sync <= 7'h0;
  end
  else 
  begin
    tradr      <= tradr_d;
    tfifo_rd   <= tfifo_empty ? 1'b0 : ~tfifo_rd;
    twadr_sync <= { twadr_sync[5:0], twadr_gray[1:0] };
  end
assign twadr_2q_bin = (twadr_sync[7:6] == 2'h3) ? 2'h2 : 
                      (twadr_sync[7:6] == 2'h2) ? 2'h3 : twadr_sync[7:6];
always @(posedge sb_clk_tx or negedge resetn_sbclk_tx)
  if (~resetn_sbclk_tx)
    tfifo_rd_del<= 2'h0;
  else
    tfifo_rd_del<= { tfifo_rd_del[0], tfifo_rd };
always @(posedge sb_clk_tx)
  if (tfifo_rd)
    dout <= tmem[tradr];
assign txd_out = (tfifo_rd_del[1:0] == 2'h1) ? {dout[3:0], dout[3:0]} : 
                                     (tfifo_rd_del[1:0] == 2'h2) ? {dout[7:4], dout[7:4]} : 8'h0;
assign txen_out = |tfifo_rd_del[1:0];
endmodule
```

==> Changelog: implementation <==
### Implementation results

- Main synth FF type: edfxtp_1
- Async S/R FF share, synth: 31.0%
- Yosys top cell area share: 55.8%
- NetSw: 1290 uW
- DPL Wire Length: 2130 um
- Worst VDD drop: 983 uV
- Comb. cell area: 454 sq um
- Share of cells above drive strength 1: 29.4%
- CP max FO: 3
- Clk_skew: 0.00719 ns
- FF-to-FF path depth: 2
- # diodes: 0
- DRC: 0
- Die W: 67.6 um
- Commonest cells after routing, fill and taps aside: 40 x edfxtp_1, 17 x dfrtp_1, 11 x clkdlybuf4s50_1
- Antenna Nets Post-Route: 0
- Vias in the first global route: 1027
- EDFF count, synth: 40
- Fin util: 64.5%
- Combinational fraction of design power: 25.5%
- Reg2reg end: dout[2]
- Worst r2r src: tradr[0]
- Flop pwr share: 53.1%
- Routed vias: 968
- Top cell excl fill/tap: edfxtp_1
- # IOs: 23
- Switching share of power: 25.5%
- Initial Util: 53.0%
- Core area: 4060 sq um
- Status: complete, but fails checks
- Mapped Avg Cell Area: 19.9 sq um
- Clk network pwr share: 21.4%
- GPL Wtd Cong: 0.839
- Flop area: 1650 sq um
- Setup crit start kind: register
- Total wire length: 2920 um
- CTS clk-pin slew, worst paths: 0.08 ns
- Gate Count Post-Synth: 108
- Internal Power: 3760 uW
- Clock Sinks: 58
- Tool warning count: 32
- CP arrival: 1.25 ns
- Finished Cell Area: 2620 sq um
- Initial antenna violation count: 0
- HP Class: reg -> async
- Post-synth regs: 58
- Cell area leaders: edfxtp_1 56%, dfrtp_1 21%, mux4_2 7.3%
- LEAKAGE: 0.00100 uW
- Row Count: 23
- Yosys cell count: 108
- Drt pass-1 iters: 4
- Cell Pwr Density: 1930 nW/um^2
- Final WS setup: -0.134 ns
- Filler cells: 268
- Endpoint class of the critical path: output pin
- Chip area in the Yosys report: 2150 sq um
- First-pass GRT wire length: 4810 um
- R2R setup slack: 0.07 ns
- Cell Type Count: 21
- Maximum Capacitance Violations: 0
- Final Hold Violating Endpoints: 0
- 1st-iter DRT viols: 39
- Total grt overflow: 0
- CTS tree: yes
- Yosys top cell by area: edfxtp_1
- Port Buf Inserts: 20
- Warnings, synthesis: 1
- Dpl cell area: 2470 sq um
- Crit path kind: reg -> out
- Mapped Area: 2150 sq um
- Average wire per standard cell: 15.1 um
- Largest net degree at the start of global routing: 15
- RSZ-0062 raised after global routing: yes
- Die Y-Extent: 67.6 um
- Slew Limit Fails: 0
- CP required: 1.12 ns
- Final Setup Violations: 8
- Vias per cell: 5.02
- Area delta synth->final: 21.7%
- Chip area: 4570 sq um
- Sequential share of the synthesized area: 76.8%
- Failing checks: setup timing
- Total GRT Usage: 16.0%
## through the flow
step / power, uW / setup WS (ns) / cells / hold WS (ns) / setup TNS, ns
4_1_cts: 5100 / -0.156 / 193 / 0.207 / -0.818
6_report: 5040 / -0.134 / 193 / 0.202 / -0.705
3_5_place_dp: 4030 / -0.256 / 178 / 0.218 / -9.59
5_1_grt: 5390 / -0.196 / 193 / 0.215 / -1.21
2_1_floorplan: 3440 / 0.132 / 108 / -0.0156 / 0
3_3_place_gp: 3980 / -0.242 / 178 / 0.199 / -9.19
## synth_stat cells (3+ instances only)
cell type / number
ha_1: 6
mux4_2: 7
a22o_1: 4
xnor2_1: 3
buf_4: 5
and2_1: 4
xor2_1: 3
dfrtp_1: 18
nor2b_1: 3
edfxtp_1: 40
inv_1: 3
## state kept, by name, indices dropped and copies added (netlist names)
name             cells
tmem                32
tfifo_rd             1
resetn_sbclk_tx      1
tradr                2
tfifo_rd_del         2
dout                 8
twadr_sync           8
twadr_gray           1
resetn_q_tx          1
twadr                2
## cell type report
cell class / count / area share [%]
sequential: 58 / 63.1
multi-input combinational: 40 / 17.4
timing repair buffer: 30 / 11.6
clock buffer: 9 / 4.35
tap: 50 / 2.39
clock inverter: 3 / 0.717
inverter: 3 / 0.430
## routing by layer
metal  part of all wire (%)  up-vias  GRT usage, %
met2                     46       34          21.8
met3                    6.0        6          5.99
met4                    2.2        0          4.52
met5                      0        -             0
li1                       -      458             -
met1                     46      470          27.5
## worst max-delay path, stage by stage, from the launching register on
cell,delay [ns]
dfrtp_1,0.41
nor2b_4,0.15
buf_6,0.11
a22o_1,0.22
buf_2,0.11
## worst max path at each step
stage          startpoint    endpoint  slack, ns
4_1_cts   tfifo_rd_del[0]  txd_out[6]      -0.16
5_1_grt   tfifo_rd_del[0]  txd_out[6]      -0.20
6_report  tfifo_rd_del[1]  txd_out[6]      -0.13
## cells by family (layout without fill, tap and decap cells)
family,count (synthesis),count (layout),share of synthesized area [%]
flops,58,58,76.8
other cells,2,2,0.349
buf+inv,10,45,3.02
simple gates,11,11,3.02
xor+xnor,6,6,2.44
fa+ha+maj,6,6,3.49
compound gates,7,7,2.33
mux,8,8,8.55
## power groups by stage
stage	registers (uW)	logic [uW]	clock network [uW]
CTS	2680	1300	1120
global route	2750	1450	1200
finish	2680	1290	1080
## what timing repair did
item                                    in CTS  in global routing
pin swaps                                    5                  3
hold endpoints to repair                     0                  0
endpoints found under the setup margin       9                 32
setup buffers                                3                  0
resized                                     33                  4
hold buffers                                 0                  0
No activity file was given, so power comes from the tool's default toggle rates.
