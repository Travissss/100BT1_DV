==> design/flow/constraint.sdc <==
current_design cov_4B3B_0

set clk_period 3.0
set clk_io_pct 0.2

create_clock -name clk0 -period $clk_period [get_ports {sys_clk_25m}]
create_clock -name clk1 -period $clk_period [get_ports {sys_clk_33m}]

set non_clock_inputs [all_inputs -no_clocks]
set_input_delay [expr $clk_period * $clk_io_pct] -clock clk0 $non_clock_inputs
set_output_delay [expr $clk_period * $clk_io_pct] -clock clk0 [all_outputs]
==> design/flow/config.mk <==
export PLATFORM = sky130hd
export DESIGN_NAME = cov_4B3B_0
export DESIGN_NICKNAME = cov_4B3B_0
export VERILOG_FILES = /design/flow/design.v
export SDC_FILE = /design/flow/constraint.sdc
export NUM_CORES = 4
export LEC_CHECK = 1
export CORE_UTILIZATION = 50
==> design/flow/run.sh <==
#!/bin/bash
# OpenROAD 26Q1-2900-gdf79404cd8, Yosys 0.63+post, stock flow scripts
make -C /OpenROAD-flow-scripts/flow DESIGN_CONFIG=/design/flow/config.mk WORK_HOME=/design/flow/orfs finish
==> design/flow/design.v <==
module cov_4B3B_0 (
input           sys_clk_25m   ,
input           rst_n_25m     ,
input           sys_clk_33m   ,
input           rst_n_33m     ,
input     [3:0] TXD           ,
input           tx_enable_mii ,
output reg[2:0] tx_data       ,
output reg      tx_data_en
);
 localparam  TX_IDLE        = 0;
 localparam  TX_DATA0       = 1;
 localparam  TX_DATA1       = 2; 
 localparam  TX_DATA2       = 3;
 localparam  TX_DATA3       = 4;
 localparam  TX_DATA4       = 5; 
 localparam  TX_DATA5       = 6;
 localparam  TX_DATA6       = 7;
 localparam  TX_DATA7       = 8; 
reg [3:0] state    ; 
reg [2:0] store_cnt;
reg       tx_enable_mii_r0;
reg       tx_enable_mii_r1;
reg       tx_mii_en       ;
reg       tx_en_in0       ;
reg [4:0] d0;
reg [4:0] d1;
reg [4:0] d2;
reg [4:0] d3;
reg [4:0] d4;
reg [4:0] d5;
 always@ (posedge sys_clk_25m or negedge rst_n_25m)
 begin if (!rst_n_25m) store_cnt <= 0     ;
       else  if (store_cnt==5) store_cnt <= 0;
	   else  if (tx_enable_mii)        store_cnt <= store_cnt+1;
 end
always @(posedge sys_clk_25m or negedge rst_n_25m)
begin
    if(!rst_n_25m)        
               begin 	
			       d0 <= 5'b0;
			       d1 <= 5'b0;
			       d2 <= 5'b0;
			       d3 <= 5'b0;
			       d4 <= 5'b0;
			       d5 <= 5'b0;
			   end
	else if (store_cnt == 0 ) d0 <= {tx_enable_mii,TXD};
	else if (store_cnt == 1 ) d1 <= {tx_enable_mii,TXD};
	else if (store_cnt == 2 ) d2 <= {tx_enable_mii,TXD};
	else if (store_cnt == 3 ) d3 <= {tx_enable_mii,TXD};	
	else if (store_cnt == 4 ) d4 <= {tx_enable_mii,TXD};
	else if (store_cnt == 5 ) d5 <= {tx_enable_mii,TXD};
end	
always @(posedge sys_clk_33m or negedge rst_n_33m)
begin
    if(!rst_n_33m)        
               begin 	
                  tx_enable_mii_r0 <= 0;
                  tx_enable_mii_r1 <= 0;                  
                  tx_mii_en        <= 0;
			   end
     else
               begin 	
                  tx_enable_mii_r0 <= tx_enable_mii;
                  tx_enable_mii_r1 <= tx_enable_mii_r0;                  
                  tx_mii_en        <= tx_enable_mii_r1;
			   end	 
 end
always @(posedge sys_clk_33m or negedge rst_n_33m)
begin
    if(!rst_n_33m)   
    begin  
	  state  <= TX_IDLE;
	  tx_data<= 3'b0   ;
	  tx_data_en <=0   ;
	end
    else
    begin
        case(state)
            TX_IDLE:   
			   begin 
			   tx_data   <=0;
			   tx_data_en<=0;
			     if (tx_mii_en) 
				   begin
				   state <= TX_DATA0;
				   end
				 else 
				   state <= TX_IDLE;
			   end
            TX_DATA0:   
			   begin 
			   tx_data   <=d0[2:0];
			   tx_data_en<=1'b1;
			     if (d0[4]) 
				   begin
				   state <= TX_DATA1;
				   end
				 else 
				   state <= TX_IDLE;
			   end	  
            TX_DATA1:   
			   begin 
			   tx_data   <={d1[1:0],d0[3]};
			   tx_data_en<=1'b1;
			     if (d1[4]) 
				   begin
				   state <= TX_DATA2;
				   end
				 else 
				   state <= TX_IDLE;
			   end
            TX_DATA2:   
			   begin 
			   tx_data   <={d2[0],d1[3:2]};
			   tx_data_en<=1'b1;
			     if (d2[4]) 
				   begin
				   state <= TX_DATA3;
				   end
				 else 
				   state <= TX_IDLE;
			   end	
            TX_DATA3:   
			   begin 
			   tx_data   <= d2[3:1] ;
			   tx_data_en<=1'b1;
			     if (d3[4]) 
				   begin
				   state <= TX_DATA4;
				   end
				 else 
				   state <= TX_IDLE;
			   end	
            TX_DATA4:   
			   begin 
			   tx_data   <= d3[2:0] ;
			   tx_data_en<=1'b1;
			     if (d3[4]) 
				   begin
				   state <= TX_DATA5;
				   end
				 else 
				   state <= TX_IDLE;
			   end	
            TX_DATA5:   
			   begin 
			   tx_data   <= {d4[1:0],d3[3]} ;
			   tx_data_en<=1'b1;
			     if ( d4[4]) 
				   begin
				   state <= TX_DATA6;
				   end
				 else 
				   state <= TX_IDLE;
			   end
            TX_DATA6:   
			   begin 
			   tx_data   <= {d5[0],d4[3:2]} ;
			   tx_data_en<=1'b1;
			     if (d5[4]) 
				   begin
				   state <= TX_DATA7;
				   end
				 else 
				   state <= TX_IDLE;
			   end
            TX_DATA7:   
			   begin 
			   tx_data   <= d5[3:1];
			   tx_data_en<=1'b1;
			     if (d0[4]) 
				   begin
				   state <= TX_DATA0;
				   tx_en_in0 <= 0 ;
				   end
				 else 
				   state <= TX_IDLE;
			   end
             default:
			     begin  
	              state  <= TX_IDLE;
	              tx_data<= 3'b0   ;
	              tx_data_en <=0   ;
	              tx_en_in0  <=0   ;
	             end			   
        endcase
    end
end
endmodule
==> changes_impl.md <==
### Implementation results

* Outcome: complete, no violations
* Hold Startpoint: tx_enable_mii_r0
* Slew Limit Fails at 0
* First-pass GRT wire length at 6400 um
* Design Area, Final at 2290 um^2
* Count of final setup violators at 0
* Actual slew at the worst max-slew pin at 0.709 ns
* Fp util at 52.8%
* Setup TNS at 0 ns
* Die area at 4150 um^2
* CP startpoint kind: flop
* Layout Skew at 0.00351 ns
* Routed via count at 1190
* WL final at between 3000 and 4000 um
* Vias in the first global route at 1186
* Xor/xnor share at 0%
* Leakage power at 0.000990 uW
* Flip-flops with a built-in enable at 0
* Synth logic family: multiplexers
* Commonest cells in the synthesized netlist: dfrtp_1 (48), mux2_2 (29), a22oi_1 (12)
* # hold bufs at CTS at 0
* MaxCap Viol Count at 0
* Mapped Area at 1950 um^2
* Power per Cell Area at approximately 950 nW/um^2
* Register area at 1230 um^2
* Layout cells sized above 1 at between 20% and 30%
* Yosys Warn Count at 1
* Yosys adder share at less than 1%
* CP max stage cell: dfrtp_1
* Simple-Gate Fraction of Synth Area at 9.51%
* Sink of the worst hold path: tx_enable_mii_r1
* I/O Pins at 13
* Port bufs at 11
* Tool warnings at 26
* Die y size at 64.4 um
* Post-CTS setup buffer count at 0
* First drt pass iteration count at 4
* Post-synth seq share at 63.0%
* Mux frac, synth at roughly 17%
* Complex Gates by Area at 7.39%
* First DRT Iteration DRCs at ~54
* Primary flip-flop cell chosen by synthesis mapping: dfrtp_1
* Worst endpoint required time at about 3.2 ns
* Arrival time at the worst endpoint at between 2 and 2.5 ns
* Avg Inst Size Synth at 14.2 um^2
* Reg2Reg Depth at 4
* Num rows at 22
* Clock sinks at 49
* Hold Vio Cnt, Final at 0
* Peak supply drop at between 0.5 and 0.6 mV
* Post-CTS resize count at 0
* GRT Resource Usage Total at 22.4%
* Worst-path maximum fanout at 10
* Yosys cell types at 29
* Tot Pwr at 2170 uW
* Grt ovf at 0
* Wirelength per Cell at between 15 and 20 um
* Flop2flop setup slack at 1.09 ns
* Hold Path Class: reg2reg
* Dpl cell area at 2110 um^2
* Drc violations at 0
* Post-synth ARST share at 100%
* Half-perimeter wire length after detailed placement at 2640 um
* Mapped Cells at around 140
* Critical Path Max Stage Delay at 0.49 ns
* Worst flop-to-flop path startpoint: store_cnt[0]
* Die span in x at between 60 and 70 um
* Detail Route Antenna Nets at 0
* Logic cell area at between 600 and 700 um^2
* Most frequent cell after synthesis: dfrtp_1
* Crit path max-delay family: simple AND/OR/NAND/NOR gates
* Reg clk slew, reported paths at 0.06 ns
* CTS tree: done
* Cells on Worst Hold Path at 0
* Yosys stat chip area at 1950 um^2
* Area delta synth->final at 17.3%
* Max_slew headroom at between 50% and 60%
* Flops after synth at slightly below 50
* Buf+Inv Stages, Crit Path at 0
* Avg Vias per Cell at 5.75
* Critical Path, Cell by Cell: and2_1 > ha_1 > nor4b_4 > mux2_2
* Reg-to-reg critical path endpoint: d5[0]
* Top cells by area: dfrtp_1 (62%), mux2_2 (17%), a22oi_1 (4.6%)
* Core area at between 3000 and 4000 um^2
* Synth top area share at 61.7%
* ANT cells at 0
* Largest net degree at the start of global routing at 34
* Initial antenna violation count at 0
* Yosys cell count at about 140
* GPL Wtd Cong at 0.789
* CP Class: reg2reg
* CP Capture Type: flop
* RSZ-0062 raised after global routing: false
* Fill count at 294
* Synth area leader: dfrtp_1
-- registers in the layout (all words and copies together) (netlist names), 3 cells and up --
name,cells
d5,5
d0,5
d3,5
d2,5
state,9
d1,5
tx_data,3
d4,5
store_cnt,3
-- logic make-up after synthesis --
kind of cell	count (synthesis)
DFF	49
buffers and inverters	9
AOI/OAI and AO/OA	20
and+or+nand+nor	28
adders and majority gates	1
muxes	30
-- final cells by class --
class / instances / share of cell area [%]
clock buffers: 11 / 6.19
clock inverters: 1 / 1.31
inverters: 6 / 0.985
multi-input cells: 79 / 29.7
flip-flops and latches: 49 / 53.7
well taps: 48 / 2.63
repair buffers: 13 / 5.47
-- power breakdown --
part	total (uW)	switching, uW	internal, uW
clock	623	236	387
combinational	477	185	292
sequential	1070	171	894
-- per-stage QoR --
stage	instances	util, %	hold slack [ns]	worst slack, ns
6_report	207	62.0	0.365	1.09
5_1_grt	207	62.0	0.385	1.03
4_1_cts	207	62.0	0.370	1.11
3_5_place_dp	195	57.3	0.348	1.12
3_3_place_gp	195	57.3	0.332	1.15
2_1_floorplan	137	-	0.304	1.27
-- cells in the final DEF (no fill, tap or decap) --
cell type,instances
mux2_1,1
o221ai_1,1
ha_1,1
clkbuf_1,1
a31oi_1,1
nor2_1,3
a22o_1,2
a22oi_1,12
nand2b_1,2
nor4b_4,1
nand3_1,2
nor4_1,1
o22ai_1,1
nor2b_1,1
buf_4,2
nor3_2,2
inv_2,1
dfrtp_1,48
or4_1,1
bufinv_16,1
dfstp_2,1
clkdlybuf4s50_1,11
inv_1,5
nor3_1,1
nand4_1,3
and2_1,8
and3_1,1
o21ai_1,1
clkbuf_8,10
nand2_1,2
o21ai_0,2
mux2_2,29
-- worst max path at each step --
stage,startpoint,end,slack [ns],cells after the start
after CTS,store_cnt[0],d5[0],1.11,4
after global routing,store_cnt[0],d5[0],1.03,4
final,store_cnt[0],d5[0],1.09,4
-- metal layers --
metal / track usage [%] / routed length, um / vias up
met5: 0 / 0 / -
met4: 4.17 / 46 / 0
met3: 6.61 / 246 / 4
met2: 29.6 / 1770 / 34
met1: 39.7 / 1860 / 614
li1: - / - / 538
Power and IR drop assume default switching activity.
