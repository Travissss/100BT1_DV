===== flow/config.mk =====
export PLATFORM = sky130hd
export DESIGN_NAME = scr_data_gen
export DESIGN_NICKNAME = scr_data_gen
export VERILOG_FILES = /design/flow/design.v
export SDC_FILE = /design/flow/constraint.sdc
export NUM_CORES = 4
export LEC_CHECK = 1
export CORE_UTILIZATION = 30

===== flow/constraint.sdc =====
current_design scr_data_gen

set clk_period 1.3
set clk_io_pct 0.2

create_clock -name clk0 -period $clk_period [get_ports {clk}]

set non_clock_inputs [all_inputs -no_clocks]
set_input_delay [expr $clk_period * $clk_io_pct] -clock clk0 $non_clock_inputs
set_output_delay [expr $clk_period * $clk_io_pct] -clock clk0 [all_outputs]

===== flow/design.v =====
module scr_data_gen (
  input        rst_n          ,
  input        clk            ,
  input  [2:0] tx_data        ,
  input  [1:0] tx_mode        , 
  input        master_slave_sw      ,
  input        load           ,
  input       valid          ,
  input [32:0] seed           ,
  input        loc_rcvr_status,
  input        tx_enable      ,  
  output         sxn        ,
  output [2:0]   sdn        
  );
 localparam  SEND_Z         = 0;
 localparam  SEND_I         = 1;
 localparam  SEND_N         = 2; 
 localparam  SEND_N_IDLE    = 3;
(* MARK_DEBUG="True" *) wire  [32:0]   scrn   ; 
 wire  [32:0]   scrn_mar   ;
 wire  [32:0]   scrn_slv   ; 
 wire  [2:0]    syn    ; 
 wire  [2:0]    scn    ;
 stream_scrambler stream_scrambler(
       .rst_n   (rst_n   ) ,     
       .clk     (clk     ) ,       
       .load    (load    ) ,      
       .seed    (seed    ) ,
       .valid   (valid   ) ,
       .rand_num(scrn_mar  )   
);
 stream_scr_slv stream_scr_slv(
       .rst_n   (rst_n   ) ,     
       .clk     (clk     ) ,       
       .load    (load    ) ,      
       .seed    (seed    ) ,
       .valid   (valid   ) ,
       .rand_num(scrn_slv  )   
); 
 assign scrn = master_slave_sw ? scrn_slv:scrn_mar;
 assign sxn = scrn[7]^scrn[9]^scrn[12]^scrn[14];
 assign syn[0] = scrn[0];
 assign syn[1] = scrn[3]^scrn[8];
 assign syn[2] = scrn[6]^scrn[16];
 assign scn = (tx_mode == SEND_Z)? 3'b0: syn;
 assign sdn[2]   = tx_enable? (scn[2]^tx_data[2]):(loc_rcvr_status? (~scn[2]):scn[2]);
 assign sdn[1]  = tx_enable? (scn[1]^tx_data[1]) : scn[1];
 assign sdn[0]  = tx_enable? (scn[0]^tx_data[0]) : scn[0]; 
endmodule
`timescale 1ns / 1ps
module stream_scr_slv(
    input               rst_n    ,     
    input               clk      ,       
    input               load     ,      
    input      [32:0]   seed     ,
    input	            valid,
    output     [32:0]    rand_num   
);
reg [32:0]    rand_num ;
always@(posedge clk or negedge rst_n)
begin
    if(!rst_n)
        rand_num    <=0;
    else if(load)
        rand_num <=33'b0;     
    else if (valid)
        begin
            rand_num[0] <= rand_num[32]^ rand_num[19] ;
            rand_num[1] <= rand_num[0]  ;
            rand_num[2] <= rand_num[1]  ;
            rand_num[3] <= rand_num[2]  ;
            rand_num[4] <= rand_num[3]  ;
            rand_num[5] <= rand_num[4]  ;
            rand_num[6] <= rand_num[5];
            rand_num[7] <= rand_num[6];
            rand_num[8] <= rand_num[7];
            rand_num[9] <= rand_num[8];
            rand_num[10] <= rand_num[9];
            rand_num[11] <= rand_num[10];
            rand_num[12] <= rand_num[11];
            rand_num[13] <= rand_num[12];
            rand_num[14] <= rand_num[13];
            rand_num[15] <= rand_num[14];
            rand_num[16] <= rand_num[15];
            rand_num[17] <= rand_num[16];
            rand_num[18] <= rand_num[17];
            rand_num[19] <= rand_num[18];			
            rand_num[20] <= rand_num[19];
            rand_num[21] <= rand_num[20];
            rand_num[22] <= rand_num[21];
            rand_num[23] <= rand_num[22];
            rand_num[24] <= rand_num[23];			
            rand_num[25] <= rand_num[24];
            rand_num[26] <= rand_num[25];
            rand_num[27] <= rand_num[26];
            rand_num[28] <= rand_num[27];
            rand_num[29] <= rand_num[28];			
            rand_num[30] <= rand_num[29];
            rand_num[31] <= rand_num[30];
            rand_num[32] <= rand_num[31];			
        end
     else    rand_num    <=seed      ;       
end
endmodule
`timescale 1ns / 1ps
module stream_scrambler(
    input               rst_n    ,     
    input               clk      ,       
    input               load     ,      
    input      [32:0]   seed     ,
    input	            valid,
    output     [32:0]    rand_num   
);
reg [32:0]    rand_num ;
always@(posedge clk or negedge rst_n)
begin
    if(!rst_n)
        rand_num    <=0;
    else if(load)
        rand_num <=33'b0;     
    else if (valid)
        begin
            rand_num[0] <= rand_num[32]^ rand_num[12] ;
            rand_num[1] <= rand_num[0]  ;
            rand_num[2] <= rand_num[1]  ;
            rand_num[3] <= rand_num[2]  ;
            rand_num[4] <= rand_num[3]  ;
            rand_num[5] <= rand_num[4]  ;
            rand_num[6] <= rand_num[5];
            rand_num[7] <= rand_num[6];
            rand_num[8] <= rand_num[7];
            rand_num[9] <= rand_num[8];
            rand_num[10] <= rand_num[9];
            rand_num[11] <= rand_num[10];
            rand_num[12] <= rand_num[11];
            rand_num[13] <= rand_num[12];
            rand_num[14] <= rand_num[13];
            rand_num[15] <= rand_num[14];
            rand_num[16] <= rand_num[15];
            rand_num[17] <= rand_num[16];
            rand_num[18] <= rand_num[17];
            rand_num[19] <= rand_num[18];			
            rand_num[20] <= rand_num[19];
            rand_num[21] <= rand_num[20];
            rand_num[22] <= rand_num[21];
            rand_num[23] <= rand_num[22];
            rand_num[24] <= rand_num[23];			
            rand_num[25] <= rand_num[24];
            rand_num[26] <= rand_num[25];
            rand_num[27] <= rand_num[26];
            rand_num[28] <= rand_num[27];
            rand_num[29] <= rand_num[28];			
            rand_num[30] <= rand_num[29];
            rand_num[31] <= rand_num[30];
            rand_num[32] <= rand_num[31];			
        end
     else    rand_num    <=seed      ;       
end
endmodule

===== flow/run.sh =====
#!/bin/bash
# OpenROAD 26Q1-2900-gdf79404cd8, Yosys 0.63+post, stock flow scripts
make -C /OpenROAD-flow-scripts/flow DESIGN_CONFIG=/design/flow/config.mk WORK_HOME=/design/flow/orfs finish

==> results.json <==
{
  "status": "finished with violations",
  "failed_checks": "negative hold slack, negative setup slack",
  "wirelength_microns": 5150,
  "drt_iter0_drc": 86,
  "antenna_found_initial": 0,
  "top_area_share_pct": 60.2,
  "ys.flop_type": "dfrtp_1",
  "largest_area_cell": "dfrtp_1",
  "hp-class": "in2async",
  "worst_slew_pin_slew_ns": 0.346,
  "place_congestion": 0.748,
  "worstSkewPairLatency_ns": 0.32,
  "logic_area_sq_um": 1020,
  "h-tree-depth": 3,
  "dieArea_sq_um": 9520,
  "synth-edff-count": 0,
  "avgRoutedWirePerCell_microns": 11.5,
  "grt_setup_unrepaired": "true",
  "yosys_warnings": 2,
  "crit_top_cell": "xnor2_1",
  "netlist_top_cells_count": "a21oi_1 (66), dfrtp_1 (66), nand2_1 (66), nand2b_1 (32)",
  "synthTopCellsByArea": "dfrtp_1 (60%), a21oi_1 (12%), nand2_1 (9.0%)",
  "finalSetupViolations": 4,
  "grt_pass1_wl_microns": 9070,
  "cts-buffers-inserted": 9,
  "track_usage_pct": 11.9,
  "cts_root_buffer": "clkbuf_8",
  "yosys_cells": 272,
  "drv_cap": 0,
  "setup_tns_ns": -1.00,
  "cts_max_path_buffers": 2,
  "vdd_drop_max_mv": 0.851,
  "diodes": 0,
  "syn_avg_cell_area_sq_um": 10.1,
  "tool_warnings": 29,
  "seq_area_sq_um": 1650,
  "finalHoldViolCount": 66,
  "cts_tree": "built",
  "floorplan.core_util_pct": 31.3,
  "placement_rows": 34,
  "place_hpwl_microns": 3540,
  "post-route-min-period_ns": 1.58,
  "critPathSlowestCell": "dfrtp_1",
  "grt_pass1_vias": 1935,
  "ys_area_sq_um": 2740,
  "postRouteAntennaNets": 0,
  "dp.cells": 430,
  "clkTransAtPathRegs_ns": 0.06,
  "syn_area_sq_um": 2740,
  "crit_type": "reg2out",
  "max_stage_delay_ns": 0.40,
  "cp-start-kind": "flip-flop",
  "cp-end-kind": "output pin",
  "postSynthCellCount": 272,
  "fin_ws_ns": -0.282,
  "fin_skew_ns": 0.00568,
  "p_per_area_nw_per_um2": 1200,
  "maxSlewHeadroom_pct": 76.9,
  "fin_cells": 447,
  "vias": 1969,
  "io_pins": 49,
  "drt_pre_antenna_iters": 4,
  "die_h_microns": 97.6,
  "area_growth_pct": 33.4,
  "postLayoutCoreUtil_pct": 41.7,
  "max_freq_ghz": 0.632,
  "synthArstFlopShare_pct": 100,
  "core_sq_um": 8760,
  "cts_sinks": 66,
  "grt-ovfl-total": 0,
  "maxSlewViolCount": 0,
  "critPathRequiredTime_ns": 1.04,
  "hold_ws_ns": -0.0578,
  "cp_cell_sequence": "xnor2_1, o22ai_1, xnor2_1, buf_2",
  "cp_max_fo": 2,
  "die_w_microns": 97.6,
  "finalCritPeriodShare_pct": 122,
  "grt_max_degree": 67,
  "portBuffers": 48,
  "synth.distinct_cells": 17,
  "fillers": 831,
  "ys.flops": 66,
  "leakagePower_nw": 1.63,
  "drive_gt1_share_pct": 15.0,
  "drc_errors": 0,
  "viasPerCell": 4.40,
  "ys_seq_share_pct": 60.2,
  "crit_arrival_ns": 1.32
}
[worst max-delay path, delay by kind of cell, from the launching register on]
| family | cells | cell delay [ns] |
|---|---|---|
| flip-flops | 1 | 0.40 |
| XOR/XNOR | 2 | 0.29 |
| AND-OR/OR-AND | 1 | 0.21 |
| buffers and inverters | 1 | 0.11 |
[final timing paths]
path | from | endpoint | slack, ns | cells past startpoint
max | stream_scrambler.rand_num[16] | sdn[2] | -0.28 | 4
min | rst_n | stream_scr_slv.rand_num[14] | -0.06 | 2
max reg2reg | stream_scrambler.rand_num[0] | stream_scrambler.rand_num[1] | 0.41 | 4
min reg2reg | stream_scr_slv.rand_num[1] | stream_scr_slv.rand_num[2] | 0.50 | 2
max in group asynchronous | rst_n | stream_scrambler.rand_num[5] | 1.08 | 2
min in group clk0 | load | stream_scr_slv.rand_num[4] | 0.32 | 2
[area by class of cell]
class	instances	share of cell area (%)
Tap cell	108	3.69
Multi-Input combinational cell	188	27.9
Clock inverter	3	1.09
Clock buffer	11	4.14
Sequential cell	66	45.2
Timing Repair Buffer	71	18.0
[cells by family after synthesis]
| kind of cell | count (synthesis) | share of synthesized area [%] |
|---|---|---|
| muxes | 4 | 1.64 |
| xor gates and xnor gates | 14 | 4.47 |
| AOI/OAI and AO/OA | 72 | 13.8 |
| and+or+nand+nor | 98 | 16.3 |
| buffers and inverters | 18 | 3.51 |
| DFF | 66 | 60.2 |
[per-layer routing]
metal	vias up	part of all wire (%)	track usage, %
met4	0	1.5	1.36
met2	44	44	17.6
met1	908	48	18.5
met5	-	0	0
li1	1009	-	-
met3	8	6.2	3.73
[registers in the layout, indices dropped and copies added, names as in the netlist]
name	cells
stream_scr_slv.rand_num	33
stream_scrambler.rand_num	33
[layout by cell type (no fill, tap or decap)]
master / count
a21oi_1: 66
buf_12: 3
buf_2: 7
buf_4: 20
bufinv_16: 1
clkbuf_8: 11
clkdlybuf4s50_1: 38
clkinv_2: 2
dfrtp_1: 66
dlygate4sd2_1: 1
dlymetal6s2s_1: 2
mux2_4: 1
mux2i_1: 3
nand2_1: 66
nand2b_1: 32
o21ai_2: 2
o21bai_1: 2
o22ai_1: 1
o22ai_2: 1
xnor2_1: 8
xnor2_2: 3
xor2_1: 3
[power by group]
part / total (mW) / internal (mW) / leakage (nW) / switching (mW)
clock network: 1.64 / 0.962 / 0.101 / 0.682
registers: 2.21 / 2.16 / 0.879 / 0.0449
logic: 0.554 / 0.308 / 0.647 / 0.245
total: 4.40 / 3.43 / 1.63 / 0.972
[per-stage QoR]
step	total power [mW]	setup WS (ns)	area [sq um]
after floorplan	2.49	0.261	2740
after global placement	2.81	-0.820	3430
final	4.40	-0.282	3660
after detailed placement	2.81	-0.851	3430
after global routing	4.64	-0.368	3660
after CTS	4.47	-0.289	3630
[repair_timing]
item,CTS,global route
hold endpoints to repair,66,66
setup endpoints to repair,4,4
resized,14,5
setup buffers,2,1
pin swaps,9,5
No activity file was given, so power comes from the tool's default toggle rates.
